`flow/run.sh`:
```
#!/bin/bash
# OpenROAD 26Q1-2900-gdf79404cd8, Yosys 0.63+post, stock flow scripts
make -C /OpenROAD-flow-scripts/flow DESIGN_CONFIG=/design/flow/config.mk WORK_HOME=/design/flow/orfs finish
```
`flow/design.v`:
```
`timescale 1ns / 1ps
module DA_testmodule(reset,clk_50M,din,sclk,syn,start,aclr,ldac,busy
    );
input reset;   
input start;   
input clk_50M;
output aclr;
output ldac;
output din;
output sclk;
output syn;
output busy;
reg [15:0] cnt;
reg flag;
wire clk_50M;
always@(posedge clk_50M) 
begin
if(!start && !flag)
	begin
	flag<=1;
	cnt<=cnt+16'h00f0;
	end
else
	begin
	flag<=0;
	end
end
dac_inter8568 dac_inter_inst(.reset(reset),.start(~start),.clk(clk_50M),
              .ch(8'hFF),  
				  .dataa(16'h6666),.datab(16'h6666),.datac(16'h6666),.datad(16'h6666),  
				  .datae(16'h6666),.dataf(16'h6666),.datag(16'h6666),.datah(16'h6666),
				  .din(din),.sclk(sclk),.syn(syn),.busy_8568(busy));
assign aclr=1'b1;
assign ldac=1'b0;
endmodule
`timescale 1ns / 1ps
module dac_inter8568(
output reg [15:0] current_state,
input reset, 
input start, 
input clk,
input [7:0] ch,
input [15:0] dataa,
input [15:0] datab,
input [15:0] datac,
input [15:0] datad,
input [15:0] datae,
input [15:0] dataf,
input [15:0] datag,
input [15:0] datah,
output din,
output sclk,
output syn,
output busy_8568
);
reg [7:0] ch_reg;
reg [15:0] a_dac_reg;
reg [15:0] b_dac_reg;
reg [15:0] c_dac_reg;
reg [15:0] d_dac_reg;
reg [15:0] e_dac_reg;
reg [15:0] f_dac_reg;
reg [15:0] g_dac_reg;
reg [15:0] h_dac_reg;
reg [31:0] pdata;
wire busy,over;
reg start_wr; 
wr_inter wr_inter_inst(.reset(reset),.start(start_wr),.clk(clk),.data(pdata),.DIN(din),.SCLK(sclk),.SYN(syn),.over(over));
assign busy=~over;
parameter WAIT=16'h0002,HARDRST=16'h0000,SOFTRST=16'h0001,REFON=16'h0004,POWERCH=16'h0008,
          SETA=16'h0010,SETB=16'h0020,SETC=16'h0040,SETD=16'h0080,SETE=16'h0100,SETF=16'h0200,SETG=16'h0400,SETH=16'h0800,
			 OVER=16'h1000,COMPARE=16'h2000,UPDATE=16'h4000;
 reg master_busy;
 reg start_buf;
 reg [15:0] next_state;
 always@(posedge clk or negedge reset)
 begin
 if(!reset)
	begin
		current_state<=HARDRST;
		start_buf<=0;
	end
 else
	begin
		current_state<=next_state;
		start_buf<=start;
	end
 end
always@(busy,current_state,start_buf,start)
 begin
 case(current_state)
 HARDRST:begin if(!busy) next_state<=SOFTRST; else next_state<=HARDRST;  end
 SOFTRST:begin if(!busy) next_state<=WAIT; else next_state<=SOFTRST; end
 WAIT:begin 
			if(!start_buf && start) 
				next_state<=REFON;
			else
				next_state<=WAIT;
		end
 REFON:begin if(!busy) next_state<=UPDATE; else next_state<=REFON; end
 UPDATE:begin
		  next_state<=POWERCH;
		  end
 POWERCH:begin if(!busy) next_state<=SETA; else next_state<=POWERCH; end
 SETA:begin if(!busy) 
              next_state<=SETB;
				else
					next_state<=SETA;
				end
 SETB:begin if(!busy) 
              next_state<=SETC;
				else
					next_state<=SETB;
				end
 SETC:begin if(!busy) 
              next_state<=SETD;
				else
					next_state<=SETC;
				end
 SETD:begin if(!busy) 
              next_state<=SETE;
				else
					next_state<=SETD;
				end
 SETE:begin if(!busy) 
              next_state<=SETF;
				else
					next_state<=SETE;
				end	
 SETF:begin if(!busy) 
              next_state<=SETG;
				else
					next_state<=SETF;
				end
 SETG:begin if(!busy) 
					next_state<=SETH; 
				else 
					next_state<=SETG; 
				end
 SETH:begin if(!busy) 
					next_state<=OVER;
				else 
					next_state<=SETH; 
				end
 OVER:begin next_state<=WAIT; end 
 default:begin next_state<=WAIT; end
 endcase
 end
 always@(posedge clk)
 begin
 case(next_state)
 WAIT:begin start_wr<=1'b0;
				master_busy<=1'b0;
				pdata<=32'h0a000000; 
				ch_reg<=0;
				a_dac_reg<=0;
				b_dac_reg<=0;
				c_dac_reg<=0;
				d_dac_reg<=0;
				e_dac_reg<=0;
				f_dac_reg<=0;
				g_dac_reg<=0;
				h_dac_reg<=0; end
 HARDRST:begin start_wr<=1'b1;
					master_busy<=1'b1;
					pdata<=32'h0a000000; 
					ch_reg<=0;
					a_dac_reg<=0;
					b_dac_reg<=0;
					c_dac_reg<=0;
					d_dac_reg<=0;
					e_dac_reg<=0;
					f_dac_reg<=0;
					g_dac_reg<=0;
					h_dac_reg<=0;
			end   
 SOFTRST:begin start_wr<=1'b1; master_busy<=1'b1; pdata<=32'h07000000; end   
 REFON:begin start_wr<=1'b1; master_busy<=1'b1; pdata<=32'h090a0000; end   
 UPDATE:begin  start_wr<=1'b0;
					master_busy<=1'b1;
					ch_reg<=ch;
				   a_dac_reg<=dataa;
					b_dac_reg<=datab;
					c_dac_reg<=datac;
					d_dac_reg<=datad;
					e_dac_reg<=datae;
					f_dac_reg<=dataf;
					g_dac_reg<=datag;
					h_dac_reg<=datah; 
		  end 
 POWERCH:begin start_wr<=1'b1; master_busy<=1'b1; pdata<={24'h040000,ch_reg};end   
 SETA:begin start_wr<=1'b1; master_busy<=1'b1; pdata<={12'h030,a_dac_reg,4'h0}; end   
 SETB:begin start_wr<=1'b1; master_busy<=1'b1; pdata<={12'h031,b_dac_reg,4'h0}; end   
 SETC:begin start_wr<=1'b1; master_busy<=1'b1; pdata<={12'h032,c_dac_reg,4'h0}; end   
 SETD:begin start_wr<=1'b1; master_busy<=1'b1; pdata<={12'h033,d_dac_reg,4'h0}; end   
 SETE:begin start_wr<=1'b1; master_busy<=1'b1; pdata<={12'h034,e_dac_reg,4'h0}; end   
 SETF:begin start_wr<=1'b1; master_busy<=1'b1; pdata<={12'h035,f_dac_reg,4'h0}; end   
 SETG:begin start_wr<=1'b1; master_busy<=1'b1; pdata<={12'h036,g_dac_reg,4'h0}; end   
 SETH:begin start_wr<=1'b1; master_busy<=1'b1; pdata<={12'h037,h_dac_reg,4'h0}; end   
 OVER:begin start_wr<=1'b0; master_busy<=1'b0; pdata<=32'h0000000; end
 default:begin start_wr<=1'b0; 
					master_busy<=1'b0; 
					pdata<=32'h0000000; 
					ch_reg<=0;
					a_dac_reg<=0;
					b_dac_reg<=0;
					c_dac_reg<=0;
					d_dac_reg<=0;
					e_dac_reg<=0;
					f_dac_reg<=0;
					g_dac_reg<=0;
					h_dac_reg<=0;
			end
 endcase
 end
 assign busy_8568=busy | master_busy;
endmodule
`timescale 1ns / 1ps
module wr_inter(reset,start,clk,data,DIN,SCLK,SYN,over
    );
 input reset;
 input start;
 input clk;
 input [31:0] data;
 output reg DIN;
 output reg SCLK;
 output reg SYN;
 output reg over;
 reg [5:0] cnt;
 reg [31:0] data_buf;
 parameter s0=4'b0000,s1=4'b0001,s2=4'b0010,s3=4'b0100,s4=4'b1000;
 reg [3:0] current_state,next_state;
 always@(posedge clk or negedge reset)
 begin
 if(!reset)
	current_state<=s0;
 else
	current_state<=next_state;
 end
 always@(cnt,current_state,start)
 begin
 case(current_state)
 s0:begin if(start) next_state<=s1; else next_state<=s0; end
 s1:begin next_state<=s2; end
 s2:begin if(cnt>6'h20) next_state<=s4; else next_state<=s3; end
 s3:begin next_state<=s2; end
 s4:begin next_state<=s0; end
 default:begin next_state<=s0; end
 endcase
 end
 always@(posedge clk)
 begin
 case(next_state)
 s0:begin cnt<=6'h00; data_buf<=32'h0a000000; DIN<=1'b0; SCLK<=1'b1; SYN<=1'b1; over<=1'b0; end
 s1:begin cnt<=6'h00; data_buf<=data; DIN<=1'b0; SCLK<=1'b1; SYN<=1'b0; over<=1'b0; end
 s2:begin cnt<=cnt+1'b1; data_buf<=data_buf; DIN<=data_buf[31]; SCLK<=1'b1; SYN<=1'b0; over<=1'b0; end
 s3:begin cnt<=cnt; data_buf<=data_buf<<1; DIN<=DIN; SCLK<=1'b0; SYN<=1'b0; over<=1'b0; end
 s4:begin cnt<=6'h00; data_buf<=32'h00000000; DIN<=1'b0; SCLK<=1'b1; SYN<=1'b1; over<=1'b1; end
 default:begin cnt<=6'h00; data_buf<=32'h0a000000; DIN<=1'b0; SCLK<=1'b1; SYN<=1'b1; over<=1'b0; end
 endcase
 end
endmodule
```
`flow/config.mk`:
```
export PLATFORM = sky130hd
export DESIGN_NAME = DA_testmodule
export DESIGN_NICKNAME = DA_testmodule
export VERILOG_FILES = /design/flow/design.v
export SDC_FILE = /design/flow/constraint.sdc
export NUM_CORES = 4
export LEC_CHECK = 1
export CORE_UTILIZATION = 40
```
`flow/constraint.sdc`:
```
current_design DA_testmodule

set clk_period 6.1
set clk_io_pct 0.2

create_clock -name clk0 -period $clk_period [get_ports {clk_50M}]

set non_clock_inputs [all_inputs -no_clocks]
set_input_delay [expr $clk_period * $clk_io_pct] -clock clk0 $non_clock_inputs
set_output_delay [expr $clk_period * $clk_io_pct] -clock clk0 [all_outputs]
```
==> results.tsv <==
metric	value	unit
status	complete, no violations	
Arrival @ worst endpoint	2.75	ns
max-cap violations	0	
Area leader share	0.468	
Crit Path Category	input pin to flip-flop	
XOR Share, Synth	0.0236	
fillcell total	709	
Chip Width	93.3	um
layout cells sized above 1	0.111	
ANT cells	0	
placed cell count	375	
Largest register FFs	32	
post-CTS setup buffer count	0	
nature of the critical path startpoint	input pin	
# Cells Yosys	272	
met3 WL	193	um
post-CTS sizing	0	
Root Buffer	clkbuf_8	
Top Layer Used	met4	
crit share post-route	0.441	
Critical Path RT	6.16	ns
average wire per standard cell	13.5	um
layout overhead on the synthesized area	10.3	%
R2R Path Start	dac_inter_inst.wr_inter_inst.over$_DFF_P_	
die y size	93.3	um
Setup WS post-layout	3.41	ns
final core occ	0.467	
CTS clock-pin slew for the worst setup and hold paths	0.08	ns
mux frac, synth	0.0315	
FP Core Util	0.423	
Adder Share, Synth	0.00750	
HP Class	flip-flop to flip-flop	
WL final	5.27	mm
DR pass1 iterations	4	
I/O pin count	9	
Final Skew	0.0102	ns
Clock Path Buffers	2	
Post-synth top flop	edfxtp_1	
Post-DP HPWL	3.45	mm
metal2 WL	2.26	mm
Yosys cell types	50	
power per cell area	252	nW/um^2
cts hold-fix bufs	0	
Synth top cells by count	edfxtp_1, nand2_1, inv_1	
DR vias	1917	
Largest regs	dac_inter_inst.wr_inter_inst.data_buf x32, dac_inter_inst.current_state x15, dac_inter_inst.pdata x12	
DP Worst Slack	3.05	ns
syn avg cell area	12.3	um^2
Tightest Pin Transition	0.716	ns
largest net degree at the start of global routing	30	
Placed Area	3520	um^2
final setup TNS	0	ns
fmax	372	MHz
gp weighted congestion	0.838	
Pleak	1.70	nW
Finished Cell Area	3680	um^2
Async SR Flop Fraction	0.269	
vias in the first global route	1848	
fin cells	391	
OpenROAD warning count	26	
Final Max Tran Viols	0	
total CTS buffers	9	
AO/OA Area Share	0.0859	
IR drop worst, VDD	0.181	mV
Vias/cell	4.90	
Synth area leader	edfxtp_1	
Metal-1 WL	2.77	mm
Num Clock Sinks	78	
Dominant comb cell	simple AND/OR/NAND/NOR gates	
slew margin rel.	0.510	
Reg with most FFs	dac_inter_inst.wr_inter_inst.data_buf	
Netlist Area Pre-Place	3340	um^2
Post-synth regs	78	
Iter 0 DRT Violations	48	
# port buffers	6	
Core Region	7890	um^2
initial antenna violation count	0	
Simple-Gate Fraction of Synth Area	0.150	
CTS tree	built	
global-route wire length before repair	9.05	mm
grt ovf	0	
hold path startpoint	dac_inter_inst.wr_inter_inst.current_state[1]$_DFF_PN0_	
min Tclk post-route	2.69	ns
Seq/Total Area, Yosys	0.656	
cell row count	32	
critical-path maximum fanout	5	
insertion delay at the late pin of the worst-skew pair	0.34	ns
total global-route track usage	0.141	
Critical Path End Type	flip-flop	
antenna viol nets, final	0	
DRC	0	
Clock H-tree levels	3	
YS chip area	3340	um^2
Setup violations, final	0	
YS warnings	3	
RSZ-0062 raised after global routing	false	
number of enable flip-flop cells	52	
die area	8710	um^2
Critical path origin	start	
Post-Syn Instances	272	
biggest area cells	edfxtp_1, dfrtp_1, nand2_1	
top-count cell post-synth	edfxtp_1	
Fin. Hold Viols	0	
## cell type report
type / instances / area [um^2] / area share
multi-input combinational: 161 / 1010 / 0.275
timing repair buffer: 12 / 105 / 0.0285
tap: 102 / 128 / 0.0347
clock buffer: 10 / 128 / 0.0347
inverter: 22 / 82.6 / 0.0224
sequential: 78 / 2190 / 0.595
clock inverter: 6 / 37.5 / 0.0102
## worst paths after layout
check	to	slack, ns	cells after the start
hold reg to reg	dac_inter_inst.wr_inter_inst.current_state[0]$_DFF_PN1_	0.46	1
min in group asynchronous	dac_inter_inst.wr_inter_inst.current_state[1]$_DFF_PN0_	1.21	2
setup reg to reg	dac_inter_inst.d_dac_reg[13]$_DFFE_PN_	3.65	6
hold / removal	dac_inter_inst.wr_inter_inst.current_state[0]$_DFF_PN1_	0.46	1
setup / recovery	dac_inter_inst.d_dac_reg[13]$_DFFE_PN_	3.41	6
max in group asynchronous	dac_inter_inst.wr_inter_inst.current_state[0]$_DFF_PN1_	4.60	2
## cell usage in the layout, fill, tap and decap left out, types with 2 or more instances in the layout
| master | count |
|---|---|
| edfxtp_1 | 52 |
| mux2_2 | 4 |
| clkbuf_8 | 9 |
| and2_1 | 6 |
| or4_1 | 2 |
| nand2_1 | 37 |
| buf_4 | 6 |
| o211ai_1 | 2 |
| clkinv_2 | 2 |
| o21bai_1 | 2 |
| clkinvlp_4 | 2 |
| ha_1 | 2 |
| xor2_1 | 6 |
| nor3_1 | 6 |
| dfrtp_1 | 19 |
| clkdlybuf4s50_1 | 6 |
| nand3_1 | 5 |
| dfxtp_1 | 5 |
| a21oi_1 | 4 |
| nand2b_1 | 3 |
| inv_1 | 21 |
| dfstp_2 | 2 |
| nor4b_1 | 2 |
| a221o_1 | 2 |
| o21ai_0 | 7 |
| a21o_1 | 3 |
| nor2_1 | 16 |
| a22o_1 | 9 |
| conb_1 | 2 |
| xnor2_1 | 3 |
| and3_1 | 12 |
| nor2b_1 | 3 |
| mux2i_1 | 6 |
## critical path, cell delays in order
cell,delay (ns)
clkdlybuf4s50_1,0.44
nor2_1,0.11
a21o_1,0.18
nor4b_1,0.09
a211oi_1,0.47
o211a_1,0.24
## cells by family after synthesis
| group | after synthesis |
|---|---|
| XOR/XNOR | 9 |
| buffers and inverters | 33 |
| other | 2 |
| AND-OR/OR-AND | 38 |
| AND/OR/NAND/NOR | 100 |
| adder cells (fa/ha/maj) | 2 |
| flip-flops | 78 |
| multiplexers | 10 |
## metal layers
| layer | GRT usage | up-vias |
|---|---|---|
| li1 | - | 983 |
| met1 | 0.249 | 906 |
| met2 | 0.194 | 24 |
| met3 | 0.0389 | 4 |
| met4 | 0.0141 | 0 |
| met5 | 0 | - |
## per-stage QoR
| step | hold WS (ns) | power [mW] |
|---|---|---|
| global route | 0.486 | 0.966 |
| global placement | 0.417 | 0.611 |
| floorplan | 0.405 | 0.601 |
| detailed placement | 0.437 | 0.611 |
| CTS | 0.460 | 0.943 |
| finish | 0.455 | 0.928 |
## power by group
part           switching [mW]  internal, mW
clock network           0.182         0.146
registers             0.00467         0.570
logic                  0.0146       0.00997
total                   0.202         0.726
Power is estimated from default activity; no workload was simulated.
